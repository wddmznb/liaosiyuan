**/design/flow/design.v**
```verilog
module cordic_B(
input 						clk,
input 						rst_n,
input	signed [31:0]		x,
input	signed [31:0]		y,
input						start,
input						start1,
output 	reg signed[31:0]	angle,
output 	wire signed[31:0]	anglef
);
parameter angle_0 = 32'd2949120;		 
parameter angle_1 = 32'd1740992;      
parameter angle_2 = 32'd919872;       
parameter angle_3 = 32'd466944;       
parameter angle_4 = 32'd234368;       
parameter angle_5 = 32'd117312;      
parameter angle_6 = 32'd58688;       
parameter angle_7 = 32'd29312;       
parameter angle_8 = 32'd14656;       
parameter angle_9 = 32'd7360;       
parameter angle_10 = 32'd3648;       
parameter angle_11 = 32'd1856;	     
parameter angle_12 = 32'd896;       
parameter angle_13 = 32'd448;       
parameter angle_14 = 32'd256;       
parameter angle_15 = 32'd128;       
parameter pipeline = 16;
reg signed 	[31:0] 		x0 =0,y0 =0,z0 =0;
reg signed 	[31:0] 		x1 =0,y1 =0,z1 =0;
reg signed 	[31:0] 		x2 =0,y2 =0,z2 =0;
reg signed 	[31:0] 		x3 =0,y3 =0,z3 =0;
reg signed 	[31:0] 		x4 =0,y4 =0,z4 =0;
reg signed 	[31:0] 		x5 =0,y5 =0,z5 =0;
reg signed 	[31:0] 		x6 =0,y6 =0,z6 =0;
reg signed 	[31:0] 		x7 =0,y7 =0,z7 =0;
reg signed 	[31:0] 		x8 =0,y8 =0,z8 =0;
reg signed 	[31:0] 		x9 =0,y9 =0,z9 =0;
reg signed 	[31:0] 		x10=0,y10=0,z10=0;
reg signed 	[31:0] 		x11=0,y11=0,z11=0;
reg signed 	[31:0] 		x12=0,y12=0,z12=0;
reg signed 	[31:0] 		x13=0,y13=0,z13=0;
reg signed 	[31:0] 		x14=0,y14=0,z14=0;
reg signed 	[31:0] 		x15=0,y15=0,z15=0;
reg signed 	[31:0] 		x16=0,y16=0,z16=0;
reg signed [31:0] x_processed;
reg signed [31:0] y_processed;
reg [1:0] xy_sign;
wire signed [31:0] xf;
wire finished1;
wire aftertreatx_y;
wire signed [31:0] yf;
reg first_block_done;
always @(posedge clk or negedge rst_n) begin
  if (!rst_n) begin
    xy_sign <= 2'b00;
    x_processed <= 32'h0;
    y_processed <= 32'h0;
    first_block_done <= 1'b0;
  end else if (start) begin
    if (x < 0 && y < 0) begin
      xy_sign <= 2'b11;
      x_processed <= -x;
      y_processed <= -y;
    end else if (y < 0 && x > 0) begin
      xy_sign <= 2'b01;
      x_processed <= x;
      y_processed <= -y;
    end else if (y > 0 && x < 0) begin
      xy_sign <= 2'b10;
      x_processed <= -x;
      y_processed <= y;
    end else begin
      xy_sign <= 2'b00;
      x_processed <= x;
      y_processed <= y;
    end
    first_block_done <= 1'b1;
  end
end
assign xf = x_processed;
assign yf = y_processed; 
assign finished1 = first_block_done;
assign aftertreatx_y = xy_sign;
reg  [4:0]           count;
always@(posedge clk or negedge rst_n)begin
	if(!rst_n)
		count <= 'b0;
	else if(finished1)begin
		if(count != 5'd18)
			count <= count + 1'b1;
		else 
			count <= count;
	end
end
wire finished2;
assign finished2 = (count == 5'd18)?1'b1:1'b0;
always@(posedge clk or negedge rst_n)begin
	if(!rst_n)begin
		x0 <= 'b0;
		y0 <= 'b0;
		z0 <= 'b0;
	end
	else begin
		x0 <= xf<<<16;
		y0 <= yf<<<16;
		z0 <= 'b0;
	end
end 
always@(posedge clk or negedge rst_n)begin 
	if(!rst_n)begin
		x1 <= 'b0;
		y1 <= 'b0;
		z1 <= 'b0;
	end
	else if(!y0[31]) begin					
		x1 <= x0 + y0;
		y1 <= y0 - x0;
		z1 <= z0 + angle_0;
	end
	else begin
		x1 <= x0 - y0;
		y1 <= y0 + x0;
		z1 <= z0 - angle_0;		
	end
end 
always@(posedge clk or negedge rst_n)begin 
	if(!rst_n)begin
		x2 <= 'b0;
		y2 <= 'b0;
		z2 <= 'b0;
	end
	else if(!y1[31]) begin
		x2 <= x1 + (y1>>>1);
		y2 <= y1 - (x1>>>1);
		z2 <= z1 + angle_1;
	end
	else begin
		x2 <= x1 - (y1>>>1);
		y2 <= y1 + (x1>>>1);
		z2 <= z1 - angle_1;	
	end
end 
always@(posedge clk or negedge rst_n)begin 
	if(!rst_n)begin
		x3 <= 'b0;
		y3 <= 'b0;
		z3 <= 'b0;
	end
	else if(!y2[31]) begin
		x3 <= x2 + (y2>>>2);
		y3 <= y2 - (x2>>>2);
		z3 <= z2 + angle_2;
	end
	else begin
		x3 <= x2 - (y2>>>2);
		y3 <= y2 + (x2>>>2);
		z3 <= z2 - angle_2;	
	end
end 
always@(posedge clk or negedge rst_n)begin 
	if(!rst_n)begin
		x4 <= 'b0;
		y4 <= 'b0;
		z4 <= 'b0;
	end
	else if(!y3[31]) begin
		x4 <= x3 + (y3>>>3);
		y4 <= y3 - (x3>>>3);
		z4 <= z3 + angle_3;
	end
	else begin
		x4 <= x3 - (y3>>>3);
		y4 <= y3 + (x3>>>3);
		z4 <= z3 - angle_3;	
	end
end 
always@(posedge clk or negedge rst_n)begin 
	if(!rst_n)begin
		x5 <= 'b0;
		y5 <= 'b0;
		z5 <= 'b0;
	end
	else if(!y4[31]) begin
		x5 <= x4 + (y4>>>4);
		y5 <= y4 - (x4>>>4);
		z5 <= z4 + angle_4;
	end
	else begin
		x5 <= x4 - (y4>>>4);
		y5 <= y4 + (x4>>>4);
		z5 <= z4 - angle_4;	
	end
end 
always@(posedge clk or negedge rst_n)begin 
	if(!rst_n)begin
		x6 <= 'b0;
		y6 <= 'b0;
		z6 <= 'b0;
	end
	else if(!y5[31]) begin
		x6 <= x5 + (y5>>>5);
		y6 <= y5 - (x5>>>5);
		z6 <= z5 + angle_5;
	end
	else begin
		x6 <= x5 - (y5>>>5);
		y6 <= y5 + (x5>>>5);
		z6 <= z5 - angle_5;	
	end
end 
always@(posedge clk or negedge rst_n)begin 
	if(!rst_n)begin
		x7 <= 'b0;
		y7 <= 'b0;
		z7 <= 'b0;
	end
	else if(!y6[31]) begin
		x7 <= x6 + (y6>>>6);
		y7 <= y6 - (x6>>>6);
		z7 <= z6 + angle_6;
	end
	else begin
		x7 <= x6 - (y6>>>6);
		y7 <= y6 + (x6>>>6);
		z7 <= z6 - angle_6;	
	end
end 
always@(posedge clk or negedge rst_n)begin 
	if(!rst_n)begin
		x8 <= 'b0;
		y8 <= 'b0;
		z8 <= 'b0;
	end
	else if(!y7[31]) begin
		x8 <= x7 + (y7>>>7);
		y8 <= y7 - (x7>>>7);
		z8 <= z7 + angle_7;
	end
	else begin
		x8 <= x7 - (y7>>>7);
		y8 <= y7 + (x7>>>7);
		z8 <= z7 - angle_7;	
	end
end 
always@(posedge clk or negedge rst_n)begin 
	if(!rst_n)begin
		x9 <= 'b0;
		y9 <= 'b0;
		z9 <= 'b0;
	end
	else if(!y8[31]) begin
		x9 <= x8 + (y8>>>8);
		y9 <= y8 - (x8>>>8);
		z9 <= z8 + angle_8;
	end
	else begin
		x9 <= x8 - (y8>>>8);
		y9 <= y8 + (x8>>>8);
		z9 <= z8 - angle_8;	
	end
end 
always@(posedge clk or negedge rst_n)begin 
	if(!rst_n)begin
		x10 <= 'b0;
		y10 <= 'b0;
		z10 <= 'b0;
	end
	else if(!y9[31]) begin
		x10 <= x9 + (y9>>>9);
		y10 <= y9 - (x9>>>9);
		z10 <= z9 + angle_9;
	end
	else begin
		x10 <= x9 - (y9>>>9);
		y10 <= y9 + (x9>>>9);
		z10 <= z9 - angle_9;	
	end
end 
always@(posedge clk or negedge rst_n)begin 
	if(!rst_n)begin
		x11 <= 'b0;
		y11 <= 'b0;
		z11 <= 'b0;
	end
	else if(!y10[31]) begin
		x11 <= x10 + (y10>>>10);
		y11 <= y10 - (x10>>>10);
		z11 <= z10 + angle_10;
	end
	else begin
		x11 <= x10 - (y10>>>10);
		y11 <= y10 + (x10>>>10);
		z11 <= z10 - angle_10;	
	end
end 
always@(posedge clk or negedge rst_n)begin 
	if(!rst_n)begin
		x12 <= 'b0;
		y12 <= 'b0;
		z12 <= 'b0;
	end
	else if(!y11[31]) begin
		x12 <= x11 + (y11>>>11);
		y12 <= y11 - (x11>>>11);
		z12 <= z11 + angle_11;
	end
	else begin
		x12 <= x11 - (y11>>>11);
		y12 <= y11 + (x11>>>11);
		z12 <= z11 - angle_11;	
	end
end 
always@(posedge clk or negedge rst_n)begin 
	if(!rst_n)begin
		x13 <= 'b0;
		y13 <= 'b0;
		z13 <= 'b0;
	end
	else if(!y12[31]) begin
		x13 <= x12 + (y12>>>12);
		y13 <= y12 - (x12>>>12);
		z13 <= z12 + angle_12;
	end
	else begin
		x13 <= x12 - (y12>>>12);
		y13 <= y12 + (x12>>>12);
		z13 <= z12 - angle_12;	
	end
end 
always@(posedge clk or negedge rst_n)begin 
	if(!rst_n)begin
		x14 <= 'b0;
		y14 <= 'b0;
		z14 <= 'b0;
	end
	else if(!y13[31]) begin
		x14 <= x13 + (y13>>>13);
		y14 <= y13 - (x13>>>13);
		z14 <= z13 + angle_13;
	end
	else begin
		x14 <= x13 - (y13>>>13);
		y14 <= y13 + (x13>>>13);
		z14 <= z13 - angle_13;	
	end
end 
always@(posedge clk or negedge rst_n)begin 
	if(!rst_n)begin
		x15 <= 'b0;
		y15 <= 'b0;
		z15 <= 'b0;
	end
	else if(!y14[31]) begin
		x15 <= x14 + (y14>>>14);
		y15 <= y14 - (x14>>>14);
		z15 <= z14 + angle_14;
	end
	else begin
		x15 <= x14 - (y14>>>14);
		y15 <= y14 + (x14>>>14);
		z15 <= z14 - angle_14;	
	end
end 
always@(posedge clk or negedge rst_n)begin 
	if(!rst_n)begin
		x16 <= 'b0;
		y16 <= 'b0;
		z16 <= 'b0;
	end
	else if(!y15[31]) begin
		x16 <= x15 + (y15>>>15);
		y16 <= y15 - (x15>>>15);
		z16 <= z15 + angle_15;
	end
	else begin
		x16 <= x15 - (y15>>>15);
		y16 <= y15 + (x15>>>15);
		z16 <= z15 - angle_15;	
	end
end 
always@(posedge clk or negedge rst_n)begin
	if(!rst_n)begin
		angle <= 'b0;
	end
	else begin
		angle 	= z16>>>16;
	end
end 
reg signed [31:0] angle_processed;
always @(posedge clk or negedge rst_n) begin
  if (!rst_n) begin
    angle_processed <= 32'h0;
  end else if (start) begin
    if (x < 0 && y < 0) begin
       angle_processed <= -angle;
    end else if (y < 0 && x > 0) begin
	   angle_processed <= -angle;
    end else if (y > 0 && x < 0) begin
       angle_processed <= -angle;
    end else begin
       angle_processed <= angle;
    end
  end
end
assign anglef = angle_processed;
endmodule
```
**/design/flow/run.sh**
```bash
#!/bin/bash
# OpenROAD 26Q1-2900-gdf79404cd8, Yosys 0.63+post, stock flow scripts
make -C /OpenROAD-flow-scripts/flow DESIGN_CONFIG=/design/flow/config.mk WORK_HOME=/design/flow/orfs finish
```
**/design/flow/config.mk**
```make
export PLATFORM = sky130hd
export DESIGN_NAME = cordic_B
export DESIGN_NICKNAME = cordic_B
export VERILOG_FILES = /design/flow/design.v
export SDC_FILE = /design/flow/constraint.sdc
export NUM_CORES = 4
export LEC_CHECK = 1
export CORE_UTILIZATION = 40
```
**/design/flow/constraint.sdc**
```tcl
current_design cordic_B

set clk_period 13.2
set clk_io_pct 0.2

create_clock -name clk0 -period $clk_period [get_ports {clk}]

set non_clock_inputs [all_inputs -no_clocks]
set_input_delay [expr $clk_period * $clk_io_pct] -clock clk0 $non_clock_inputs
set_output_delay [expr $clk_period * $clk_io_pct] -clock clk0 [all_outputs]
```
==> impl_metrics.sql <==
-- implementation run metrics
INSERT INTO impl_metrics (metric_group, metric, value, unit) VALUES
('outcome', 'run_status', 'complete, no violations', ''),
('final_timing', 'period_minus_slack', '5.46', 'ns'),
('synthesis', 'yosysWarnings', '1', ''),
('setup_path', 'crit_path_max_fanout', '17', ''),
('placement', 'dp.cells', '13600', ''),
('floorplanning', 'chip_area', '238000', 'um2'),
('clock_network', 'cts_root_buffer', 'sky130_fd_sc_hd__clkbuf_16', ''),
('setup_path', 'worstPathCellList', 'clkdlybuf4s50_1, or4_1, nor4_1, nand2_1, o31ai_4, buf_4, nor2b_2, buf_4, nor2_1, a21oi_2, nor2_1', ''),
('final_layout', 'filler_cell_count', '22000', ''),
('final_layout', 'utilization', '0.446', ''),
('final_timing', 'slew_headroom', '0.362', ''),
('detailed_routing', 'dr.pass1.iters', '7', ''),
('clock_network', 'clkLatencyLatePin', '0.82', 'ns'),
('synthesis', 'simple_gate_area_frac', '0.150', ''),
('setup_path', 'slowest_delay', '0.68', 'ns'),
('synthesis', 'post_synth_xor_area_fraction', '0.137', ''),
('final_timing', 'finalWorstSetupSlack', '7.74', 'ns'),
('final_timing', 'unrepaired_setup_endpoints_after_global_routing', 'no', ''),
('clock_network', 'clkSinkCount', '1240', ''),
('synthesis', 'asyncSetResetFlopFracSynth', '1.00', ''),
('final_timing', 'setup_viol', '0', ''),
('synthesis', 'logic_family', 'AND-OR/OR-AND gates', ''),
('synthesis', 'synth_area', '94600', 'um2'),
('final_layout', 'final_layout_size_suffix_gt1_frac', '0.0428', ''),
('synthesis', 'flop_and_latch_count_out_of_synthesis', '1240', ''),
('detailed_routing', 'first_iter_violations', '4136', ''),
('final_timing', 'slew_viol_final', '0', ''),
('setup_path', 'timing.reg2reg.setup_slack', '7.96', 'ns'),
('final_layout', 'final-instance-count-excl-fill', '13800', ''),
('final_timing', 'finClkSkew', '0.0341', 'ns'),
('final_timing', 'fmaxAchievable', '183', 'MHz'),
('final_timing', 'fin_hold_ws', '0.344', 'ns'),
('grt', 'globalRouteOverflowTotal', '0', ''),
('floorplanning', 'floorplan.die.width', '488', 'um'),
('grt', 'grt.total_usage', '0.208', ''),
('setup_path', 'critical_path_class', 'in -> reg', ''),
('job', 'openroad.warnings', '140', ''),
('synthesis', 'yosys-mux-area-fraction', '0.00595', ''),
('floorplanning', 'die_height', '488', 'um'),
('setup_path', 'timing.critical_path.required', '13.88', 'ns'),
('clock_network', 'numCtsBuffers', '148', ''),
('job', 'drv_cap', '0', ''),
('floorplanning', 'core_util_floorplan', '0.402', ''),
('final_timing', 'final.period_utilization', '0.414', ''),
('grt', 'grt_first_pass_wirelength', '385000', 'um'),
('detailed_routing', 'drc', '0', ''),
('final_timing', 'final-hold-violation-count', '0', ''),
('floorplanning', 'floorplan.rows', '178', ''),
('worst_hold_path', 'holdCritPathClass', 'reg -> reg', ''),
('synthesis', 'synth.avg_cell_area', '9.10', 'um2'),
('setup_path', 'critPathSlowestCell', 'sky130_fd_sc_hd__or4_1', ''),
('grt', 'grt_pass1_vias', '70800', ''),
('synthesis', 'compound_gate_fraction_of_synth_area', '0.189', ''),
('synthesis', 'unique_cell_type_count_in_the_yosys_netlist', '100', ''),
('clock_network', 'cts.reportedPaths.clkPinSlew', '0.06', 'ns'),
('floorplanning', 'ioPinCount', '132', ''),
('synthesis', 'synth_cells', '10400', ''),
('clock_network', 'ctsHtreeMaxLevel', '4', ''),
('detailed_routing', 'route.detailed.vias_per_inst', '5.34', ''),
('clock_network', 'cts.hold.buffers_added', '0', ''),
('setup_path', 'timing.critical_path.arrival', '6.14', 'ns'),
('detailed_routing', 'met1_length', '112000', 'um'),
('placement', 'pre_cts_ws', '6.89', 'ns'),
('final_timing', 'pin_slew_with_the_least_headroom_to_its_limit', '0.944', 'ns');
==> kinds of logic after synthesis <==
| family | count (synthesis) |
|---|---|
| buffers and inverters | 618 |
| AND/OR/NAND/NOR | 2954 |
| AND-OR/OR-AND | 2831 |
| flip-flops | 1240 |
| multiplexers | 52 |
| adder cells (fa/ha/maj) | 1222 |
| XOR/XNOR | 1481 |
| other | 1 |
==> cells in the final DEF, fill, tap and decap left out, types with 40 or more instances in the layout <==
| cell | instances |
|---|---|
| sky130_fd_sc_hd__a21o_1 | 378 |
| sky130_fd_sc_hd__clkbuf_16 | 148 |
| sky130_fd_sc_hd__a21oi_1 | 1093 |
| sky130_fd_sc_hd__xnor2_1 | 943 |
| sky130_fd_sc_hd__nor4_1 | 83 |
| sky130_fd_sc_hd__or3_1 | 78 |
| sky130_fd_sc_hd__nand3_1 | 170 |
| sky130_fd_sc_hd__nor2b_1 | 191 |
| sky130_fd_sc_hd__xor2_1 | 538 |
| sky130_fd_sc_hd__o21ai_0 | 425 |
| sky130_fd_sc_hd__clkdlybuf4s50_1 | 128 |
| sky130_fd_sc_hd__nand2b_1 | 160 |
| sky130_fd_sc_hd__ha_1 | 1181 |
| sky130_fd_sc_hd__nor2_1 | 1061 |
| sky130_fd_sc_hd__dfrtp_1 | 1230 |
| sky130_fd_sc_hd__o211ai_1 | 45 |
| sky130_fd_sc_hd__buf_4 | 62 |
| sky130_fd_sc_hd__o21a_1 | 132 |
| sky130_fd_sc_hd__o31ai_1 | 49 |
| sky130_fd_sc_hd__and3_1 | 75 |
| sky130_fd_sc_hd__a31oi_1 | 105 |
| sky130_fd_sc_hd__nand2_1 | 503 |
| sky130_fd_sc_hd__o21bai_1 | 139 |
| sky130_fd_sc_hd__nand4_1 | 78 |
| sky130_fd_sc_hd__nor3_1 | 319 |
| sky130_fd_sc_hd__a211oi_1 | 63 |
| sky130_fd_sc_hd__o41ai_1 | 40 |
| sky130_fd_sc_hd__inv_1 | 430 |
| sky130_fd_sc_hd__or2_2 | 43 |
| sky130_fd_sc_hd__and2_1 | 72 |
| sky130_fd_sc_hd__fa_1 | 41 |
==> through the flow <==
stage	cell area, um2
5_1_grt	105000
4_1_cts	105000
3_3_place_gp	99600
6_report	105000
2_1_floorplan	94600
3_5_place_dp	99600
==> path summary, 6_finish.rpt <==
path                               from  depth (start not counted)                  end
worst max register to register  y13[13]                         16              x14[31]
worst min register to register  z16[28]                          0            angle[12]
worst max-delay path               y[6]                         11  angle_processed[26]
max in group asynchronous         rst_n                          5               y6[31]
min in group asynchronous         rst_n                          1               y14[3]
worst min-delay path            z16[28]                          0            angle[12]
==> cells in the mapped netlist, types with 33 or more instances <==
| library cell | n | share of area |
|---|---|---|
| sky130_fd_sc_hd__dfrtp_1 | 1240 | 0.33 |
| sky130_fd_sc_hd__ha_1 | 1181 | 0.16 |
| sky130_fd_sc_hd__a21oi_1 | 1093 | 0.058 |
| sky130_fd_sc_hd__nor2_1 | 1061 | 0.042 |
| sky130_fd_sc_hd__xnor2_1 | 943 | 0.087 |
| sky130_fd_sc_hd__xor2_1 | 538 | 0.050 |
| sky130_fd_sc_hd__nand2_1 | 503 | 0.020 |
| sky130_fd_sc_hd__inv_1 | 430 | 0.017 |
| sky130_fd_sc_hd__o21ai_0 | 425 | 0.022 |
| sky130_fd_sc_hd__a21o_1 | 378 | 0.030 |
| sky130_fd_sc_hd__nor3_1 | 319 | 0.017 |
| sky130_fd_sc_hd__nor2b_1 | 192 | 0.013 |
| sky130_fd_sc_hd__nand3_1 | 170 | 0.0090 |
| sky130_fd_sc_hd__nand2b_1 | 160 | 0.011 |
| sky130_fd_sc_hd__clkbuf_1 | 148 | 0.0059 |
| sky130_fd_sc_hd__o21bai_1 | 139 | 0.011 |
| sky130_fd_sc_hd__o21a_1 | 132 | 0.010 |
| sky130_fd_sc_hd__a31oi_1 | 105 | 0.0069 |
| sky130_fd_sc_hd__nor4_1 | 83 | 0.0055 |
| sky130_fd_sc_hd__nand4_1 | 78 | 0.0052 |
| sky130_fd_sc_hd__or3_1 | 78 | 0.0052 |
| sky130_fd_sc_hd__and3_1 | 75 | 0.0050 |
| sky130_fd_sc_hd__and2_1 | 72 | 0.0048 |
| sky130_fd_sc_hd__a211oi_1 | 63 | 0.0050 |
| sky130_fd_sc_hd__o31ai_1 | 49 | 0.0039 |
| sky130_fd_sc_hd__o211ai_1 | 45 | 0.0036 |
| sky130_fd_sc_hd__or2_2 | 43 | 0.0028 |
| sky130_fd_sc_hd__fa_1 | 41 | 0.0087 |
| sky130_fd_sc_hd__o41ai_1 | 40 | 0.0037 |
| sky130_fd_sc_hd__mux2_2 | 34 | 0.0040 |
| sky130_fd_sc_hd__a21boi_0 | 33 | 0.0026 |
==> layout make-up <==
type                            count  area [um2]  share of cell area
Multi-Input combinational cell   8541       61200               0.583
Tap cell                         3150        3940              0.0376
Antenna cell                        4        10.0           0.0000954
Timing Repair Buffer              194        1830              0.0175
Clock inverter                     68        1010             0.00968
Clock buffer                      206        4220              0.0403
Sequential cell                  1240       31000               0.296
Inverter                          432        1620              0.0155
==> routing by layer <==
metal	global-route usage	up-vias
li1	-	37400
met1	0.302	34800
met2	0.335	1301
met3	0.0299	296
met4	0.0454	0
met5	0	-
==> critical path, delay by kind of cell <==
family / cells / cell delay [ns]
compound gates: 2 / 0.65
buf+inv: 3 / 1.08
simple gates: 6 / 1.75
